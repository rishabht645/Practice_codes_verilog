### flow/design.v
module slow_decade_counter (
    input clk,slowena,reset, output reg [3:0] q
);
    always @(posedge clk ) begin
        if(reset | (slowena & q==9)) q<=0;
        else begin 
            if (slowena) q <= q+1;
            else q <= q;
        end
    end
endmodule 
### flow/run.sh
#!/bin/bash
# OpenROAD 26Q1-2900-gdf79404cd8, Yosys 0.63+post, stock flow scripts
make -C /OpenROAD-flow-scripts/flow DESIGN_CONFIG=/design/flow/config.mk WORK_HOME=/design/flow/orfs finish
### flow/constraint.sdc
current_design slow_decade_counter

set clk_period 1.4
set clk_io_pct 0.2

create_clock -name clk0 -period $clk_period [get_ports {clk}]

set non_clock_inputs [all_inputs -no_clocks]
set_input_delay [expr $clk_period * $clk_io_pct] -clock clk0 $non_clock_inputs
set_output_delay [expr $clk_period * $clk_io_pct] -clock clk0 [all_outputs]
### flow/config.mk
export PLATFORM = sky130hd
export DESIGN_NAME = slow_decade_counter
export DESIGN_NICKNAME = slow_decade_counter
export VERILOG_FILES = /design/flow/design.v
export SDC_FILE = /design/flow/constraint.sdc
export NUM_CORES = 4
export LEC_CHECK = 1
export CORE_AREA = 10 10 70 70
export DIE_AREA = 0 0 80 80
==> results_slide.txt <==
Flow Results at a Glance

Die
  – Num rows: 21
  – Die span in x: 80 um
  – Die area: 6400 um^2
  – Top-Level Pins: 7
  – Core area: 3420 um^2
  – DIE HEIGHT: 80 um
  – FP Core Util: 0.0531

Clock tree
  – Clk ins delay skew pair: 0.23 ns
  – CTS tree: done
  – Root Buffer: clkbuf_4
  – Max H-tree Level: 1
  – Longest Clk Path Bufs: 2
  – CTS clk-pin slew, worst paths: 0.03 ns
  – Postcts setup bufs: 0
  – CTS Buf Count: 3
  – Sink Count: 4

Timing
  – FMAX: 739 MHz
  – Least-Margin Pin Slew: 0.205 ns
  – RSZ-0062 raised after global routing: false
  – Finish-stage setup viols: 0
  – Number of hold violations in the final report: 0
  – Rel. slew slack: 0.862
  – Hold WS: 0.504 ns
  – Period minus WS final: 1.35 ns
  – Final cycle utilization of the critical path: 0.966
  – Total negative setup slack: 0 ns
  – Worst Slack Setup Final: 0.0471 ns
  – Max-slew violations: 0
  – Final Skew: 0.00225 ns

Power and ir drop
  – Switch share: 0.208
  – Peak VDD IR: 515 uV
  – Clk pwr share: 0.443
  – Comb power frac: 0.134
  – Pwr Density: 915 nW/um^2
  – P_leak: 0.137 nW
  – Switch Pwr: 0.0643 mW
  – Total Power: 0.309 mW
  – Int Power: 0.245 mW
  – Reg power frac: 0.423

Synth
  – Yosys cell types: 10
  – Top cells by count: dfxtp_1 (4), nor2_1 (4), ha_1 (2), inv_1 (2), xnor2_1 (2)
  – Commonest flop: dfxtp_1
  – Post-Synthesis Mean Instance Area: 9.55 um^2
  – Yosys cell count: 19
  – Synth Seq Share: 0.441
  – Top cells by area: dfxtp_1 (44%), ha_1 (14%), xnor2_1 (9.7%)
  – Asr flop ratio synth: 0
  – Syn. warnings: 1
  – Synthesized instance count: 19
  – Area share, top type: 0.441
  – Synthesized registers: 4
  – Leading area contributor after synthesis: dfxtp_1
  – Yosys Chip Area: 181 um^2
  – Post-synth EDFFs: 0
  – Mapped Area: 181 um^2

Setup path
  – Critical-path top delay cell: clkdlybuf4s50_1
  – Worst Path Required: 1.12 ns
  – Crit Path Class: flip-flop to output pin
  – Largest delay contributor family on the critical path: buffers and inverters
  – Crit-path max cell delay: 0.51 ns
  – Worst path buffer plus inverter count: 1
  – Arrival time at the worst endpoint: 1.07 ns
  – Critical path fanouts, max: 3
  – CP Capture Type: output pin
  – Crit path cell chain: clkdlybuf4s50_1
  – CP Launch Type: flip-flop

Worst hold path
  – Hold crit path type: flip-flop to flip-flop

Cells and area
  – Non-filler cells, final: 75
  – Largest registers: q (4)
  – Layout Utilization: 0.0989
  – Layout cell share with drive strength beyond 1: 0.241
  – Synth-to-layout area growth: 86.2%
  – Largest register FFs: 4
  – Largest reg by FF count: q
  – Final instance area: 338 um^2
  – Filler cells: 407

Global route
  – Grt total ovfl: 0
  – Largest net degree at the start of global routing: 6
  – Initial antenna violation count: 0
  – First-pass GRT wire length: 917 um
  – Number of global-route vias before repair: 201
  – Global Route Usage Sum: 0.0192

Place
  – DP HPWL: 421 um
  – Placed Area: 307 um^2
  – Placed Instances: 72
  – GPL Wtd Cong: 0.699
  – Pre-CTS WS: 0.0158 ns
  – Port Buffer Count: 6

Run
  – Total of max-cap violations: 0
  – Tool Warnings: 26

Outcome
  – Status: finished clean

Routing
  – Drt drc: 0
  – DR vias/cell: 2.28
  – Antenna cells: 0
  – First-pass DRT Iterations: 2
  – Final wirelength: 509 um
  – Wire per inst: 6.79 um
  – Via count: 171
  – Remaining antenna violation count after routing: 0
  – First-iteration detailed-routing DRC count: 2
==> area by class of cell <==
cell class	instances	area, um^2	share of cell area
inverter	2	7.51	0.0222
clock buffer	3	22.5	0.0667
timing repair buffer	7	70.1	0.207
multi-input combinational	13	93.8	0.278
sequential	4	86.3	0.256
tap	46	57.6	0.170
==> power by group through the flow <==
stage	Sequential [mW]	Combinational, mW	Clock [mW]
finish	0.131	0.0414	0.137
global route	0.133	0.0479	0.150
CTS	0.131	0.0425	0.144
==> layout by cell type (no fill, tap or decap) <==
| cell type | count |
|---|---|
| a211oi_1 | 1 |
| a41o_1 | 1 |
| buf_4 | 1 |
| clkbuf_4 | 3 |
| clkdlybuf4s50_1 | 5 |
| dfxtp_1 | 1 |
| dfxtp_2 | 2 |
| dfxtp_4 | 1 |
| dlymetal6s2s_1 | 1 |
| ha_1 | 2 |
| inv_1 | 2 |
| nand2_1 | 1 |
| nand4_1 | 1 |
| nor2_1 | 4 |
| xnor2_1 | 2 |
| xor2_1 | 1 |
==> path summary, 6_finish.rpt <==
check	slack (ns)	start	end	cells past startpoint
setup / recovery	0.05	q[3]	q[3]	1
hold / removal	0.50	q[3]	q[3]	2
hold reg to reg	0.50	q[3]	q[3]	2
setup reg to reg	0.22	q[1]	q[1]	4
==> routing by layer <==
metal | part of all wire | track usage
met1 | 0.62 | 0.0273
met4 | 0 | 0.00352
met3 | 0.088 | 0.0159
met2 | 0.29 | 0.0209
met5 | 0 | 0
==> logic make-up (layout without fill, tap and decap cells) <==
family,after synthesis,after routing,share of synthesized area
and+or+nand+nor,6,6,0.138
DFF,4,4,0.441
xor gates and xnor gates,3,3,0.145
adders and majority gates,2,2,0.138
AOI/OAI and AO/OA,2,2,0.0966
buffers and inverters,2,12,0.0414
==> repair_timing <==
action / CTS / global route
pin swaps: 0 / 0
hold buffers: 0 / 0
endpoints found under the hold margin: 0 / 0
gates resized: 2 / 3
setup endpoints to repair: 2 / 3
Power and IR drop assume default switching activity.
