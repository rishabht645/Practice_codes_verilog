File: flow/design.v
module ram_1 (
    input [9:0] add_bus, inout [7:0] data,  input rd,wr,cs,clk
);
    reg [7:0] mem [1023:0]; reg [7:0] d_out;
    assign data = (cs && rd)? d_out:8'bz;       
    always @(posedge clk ) begin
        if (cs && rd && !wr) d_out = mem[add_bus];
    end
    always @(posedge clk ) begin
        if (cs && wr && !rd) mem[add_bus] = data;
    end
endmodule
File: flow/run.sh
#!/bin/bash
# OpenROAD 26Q1-2900-gdf79404cd8, Yosys 0.63+post, stock flow scripts
make -C /OpenROAD-flow-scripts/flow DESIGN_CONFIG=/design/flow/config.mk WORK_HOME=/design/flow/orfs finish
File: flow/config.mk
export PLATFORM = sky130hd
export DESIGN_NAME = ram_1
export DESIGN_NICKNAME = ram_1
export VERILOG_FILES = /design/flow/design.v
export SDC_FILE = /design/flow/constraint.sdc
export NUM_CORES = 4
export LEC_CHECK = 1
export CORE_UTILIZATION = 30
export SYNTH_MEMORY_MAX_BITS = 65536
File: flow/constraint.sdc
current_design ram_1

set clk_period 35.8
set clk_io_pct 0.2

create_clock -name clk0 -period $clk_period [get_ports {clk}]

set non_clock_inputs [all_inputs -no_clocks]
set_input_delay [expr $clk_period * $clk_io_pct] -clock clk0 $non_clock_inputs
set_output_delay [expr $clk_period * $clk_io_pct] -clock clk0 [all_outputs]
==> results.json <==
{
  "ctsHoldBuffers": 0,
  "lastStage": "clock tree synthesis",
  "ys_types": 49,
  "simple_gate_share_pct": 2.77,
  "pre_cts_slack_ns": 20.91,
  "synth.comb.largest_family": "multiplexers",
  "status": "stopped before the end",
  "io_buffers": 13,
  "synthXorXnorAreaFrac_pct": 0,
  "dp_hpwl_um": 539000,
  "ys_async_sr_fraction_pct": 0,
  "cts_made_buffers": 795,
  "area_leaders": "edfxtp_1 78%, mux2i_1 8.0%, mux4_2 5.8%, o22ai_1 2.1%, nor2_1 1.6%",
  "syn_inst": 16389,
  "top_area_cell": "edfxtp_1",
  "ys_seq_share_pct": 78.0,
  "die_w_um": 1030,
  "ys_chip_area_um2": 316000,
  "avgSynthCellArea_um2": 19.3,
  "edf_count": 8200,
  "syn_area_um2": 316000,
  "h-tree-depth": 6,
  "synthMuxAreaShare_pct": 13.9,
  "placed_cell_area_um2": 334000,
  "synth_flops": 8200,
  "clk_path_buf_depth": 4,
  "yosys_cells": 16389,
  "gp_congestion": 0.905,
  "cts_setup_buffers": 0,
  "ios": 22,
  "yosysWarnings": 2,
  "synth-main-ff-cell": "edfxtp_1",
  "clock-sinks": 8200,
  "ys_sh_adder_pct": 0,
  "aoi_share_pct": 3.71,
  "clockRootBuffer": "clkbuf_16",
  "post_cts_resized": 0,
  "fp-utilization_pct": 30.1,
  "rows": 376,
  "dieHeight_um": 1030,
  "yosys.area.top_type_share_pct": 78.0,
  "stop_error": "[error] [KeplerFormal.cpp:679] Workflow failed: Iso has multiple drivers: .data3, place1427.X0"
}
==> metrics by stage <==
step	std cells	utilization, %	hold WS (ns)
floorplan	16389	-	0.731
global placement	29986	31.9	0.475
detailed placement	29987	31.9	0.475
==> synthesized netlist by cell type (8+ instances only) <==
library cell / instances
mux2i_1: 2521
nand2_1: 132
o21ai_0: 134
nor4_1: 210
nand3_1: 96
nand4_1: 24
nor2_1: 1334
clkbuf_1: 336
a221oi_1: 21
a31oi_1: 66
a22oi_1: 261
o22ai_1: 1050
buf_4: 72
buf_1: 76
and3_1: 17
mux4_2: 819
nor3_1: 145
a22o_1: 53
o22a_1: 8
edfxtp_1: 8200
buf_2: 573
a21oi_1: 18
o221ai_1: 22
buf_6: 9
o2111ai_1: 98
==> kinds of logic after synthesis <==
| family | count (synthesis) |
|---|---|
| flops | 8200 |
| compound gates | 1760 |
| mux | 3347 |
| simple gates | 2015 |
| buf+inv | 1067 |
